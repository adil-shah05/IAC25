## flow/design.v

```verilog
module f1_fsm (
    input   logic       rst,
    input   logic       en,
    input   logic       clk,
    output  logic [7:0] data_out
);
    logic [7:0] sreg;
;
    assign data_out = sreg;
    logic finish;
    assign finish = sreg[7] && en;
    always_ff @ (posedge clk, posedge rst) begin
        if (rst) sreg <= 8'b0;
        else if (finish) sreg <= 8'b0;
        else if (en) sreg <= {sreg[6:0], en};
        else sreg <= sreg;
    end
endmodule
module clktick #(
    parameter WIDTH = 16
)(
  input  logic             clk,       
  input  logic             rst,       
  input  logic             en,        
  input  logic [WIDTH-1:0] N,     	  
  output logic  		   tick       
);
logic [WIDTH-1:0] count;
always_ff @ (posedge clk)
    if (rst) begin
        tick <= 1'b0;
        count <= N;  
        end
    else if (en) begin
        if (count == 0) begin
            tick <= 1'b1;
            count <= N;
            end
        else begin
            tick <= 1'b0;
            count <= count - 1'b1;
            end
        end
endmodule
module top #(
    parameter WIDTH = 16
) (
    input  logic             clk,       
    input  logic             rst,       
    input  logic [WIDTH-1:0] N,         
    output  logic [7:0] data_out
);
logic tick;
logic en;
assign en = tick;
clktick #(
    .WIDTH(WIDTH)
) clktick1 (
    .clk(clk),
    .rst(rst),
    .en(1),
    .N(N),
    .tick(tick)
);
f1_fsm f1 (
    .clk(clk),
    .rst(rst),
    .en(en),
    .data_out(data_out)
);
endmodule
```

## flow/constraint.sdc

```tcl
current_design top

set clk_period 6.7
set clk_io_pct 0.2

create_clock -name clk0 -period $clk_period [get_ports {clk}]

set non_clock_inputs [all_inputs -no_clocks]
set_input_delay [expr $clk_period * $clk_io_pct] -clock clk0 $non_clock_inputs
set_output_delay [expr $clk_period * $clk_io_pct] -clock clk0 [all_outputs]
```

## flow/config.mk

```make
export PLATFORM = sky130hd
export DESIGN_NAME = top
export DESIGN_NICKNAME = top
export VERILOG_FILES = /design/flow/design.v
export SDC_FILE = /design/flow/constraint.sdc
export NUM_CORES = 4
export LEC_CHECK = 1
export CORE_AREA = 10 10 113 113
export DIE_AREA = 0 0 123 123
```

## flow/run.sh

```bash
#!/bin/bash
# OpenROAD 26Q1-2900-gdf79404cd8, Yosys 0.63+post, stock flow scripts
make -C /OpenROAD-flow-scripts/flow DESIGN_CONFIG=/design/flow/config.mk WORK_HOME=/design/flow/orfs finish
```

==> ci_impl_report.md <==
### Metrics collected by this job

| Metric | Value |
|---|---|
| Port Buffer Count | 25 |
| Met2 usage | 5.72% |
| Area Overhead vs Synth | 36.4% |
| Final Hold Fails | 0 |
| Slew headroom | 44.0% |
| DIE AREA | 15100 sq um |
| Max VDD drop | 0.0840 mV |
| Num rows | 37 |
| Largest driver fanout on the critical path | 16 |
| Pwr Density | 196 nW/um^2 |
| Kind of critical path | primary input to flop |
| Min Tclk post-route | 2.72 ns |
| Met1 GRT Util | 5.23% |
| GP Congestion | 0.768 |
| Cells after Synth | 107 |
| Util after Layout | 16.2% |
| Routed wire per std cell | 10.2 um |
| Yosys warns | 3 |
| Area of the core | 10300 sq um |
| Outcome | completed |
| Share of layout cells above drive strength 1 | 17.0% |
| Ys cells | 107 |
| Root buffer cell | clkbuf_8 |
| RSZ-0062 raised after global routing | no |
| Clk pin slew, worst setup/hold paths | 0.09 ns |
| Leakage | 0.633 nW |
| Critical Path End Type | flop |
| N_diodes | 0 |
| Drt first pass iters | 3 |
| Log Warnings | 26 |
| 1st-iter DRT viols | 75 |
| Max-slew violations | 0 |
| DRC viols | 0 |
| Pre-CTS setup slack | 3.69 ns |
| Setup WS post-layout | 3.98 ns |
| Aggregate global routing overflow | 0 |
| Clk latency late pin | 0.27 ns |
| Slew @ Worst Pin | 0.838 ns |
| # Post-CTS Setup Buffers | 0 |
| Vias in the first global route | 857 |
| Tot Pwr | 0.000327 W |
| Global routing's busiest layer | met2 |
| Sink Count | 25 |
| CTS tree | done |
| Final Setup Violations | 0 |
| CTS max path bufs | 2 |
| Tcrit/Tclk final | 40.6% |
| Post-Route WL | 2750 um |
| Via Count | 856 |
| Setup Skew | 0.00862 ns |
| Post-route ant nets | 0 |
| Num CTS Buffers | 3 |
| WP data required | 6.86 ns |
| Die Y | 123 um |
| Placed insts | 267 |
| H-tree depth | 1 |
| Unique cell types | 30 |
| Sum Neg Setup Slack | 0 ns |
| Synthesized cell area | 1220 sq um |
| Max Freq | 368 MHz |
| Critical path arrival | 2.87 ns |
| Ys flops | 25 |
| Detailed Place HPWL | 2260 um |
| Mean Syn Cell Area | 11.4 sq um |
| Cts hold-fix bufs | 0 |
| Post_cts resized | 0 |
| I/O pin count | 26 |
| Crit start category | primary input |
| HP Class | flop to flop |
| Tot GR Track Use | 3.83% |
| Global-route wire length before repair | 4560 um |
| Yosys Chip Area | 1220 sq um |
| Count of non-filler cells in the finished layout | 271 |
| Via density | 3.16 |
| Max cap viols | 0 |
| DIE WIDTH | 123 um |
| Met3 Usage GRT | 1.71% |
| Seq share, synth | 44.2% |
| Initial antenna violation count | 0 |
| Largest net degree at the start of global routing | 17 |
| FP Util | 11.8% |
## where the power goes
group / switching, W / total, W / internal, W
Combinational: 0.0000201 / 0.0000567 / 0.0000365
Sequential: 0.0000183 / 0.000182 / 0.000163
Clock: 0.0000470 / 0.0000891 / 0.0000421
## per-stage QoR
stage               hold slack, ns  area [sq um]
finish                       0.490          1670
global route                 0.521          1670
CTS                          0.495          1670
detailed placement           0.475          1620
global placement             0.497          1620
floorplan                    0.442          1220
## worst max-delay path, cell delays in order
cell and delay, ns:
clkdlybuf4s50_1 0.43, inv_1 0.28, o21a_1 0.18, buf_4 0.27, mux2_2 0.37
## cell usage after synthesis
cell	n	area (sq um)
dfxtp_1	17	340
nand4_2	1	12.5
xor2_1	4	35.0
nor4_4	1	21.3
a21o_1	1	7.51
o21ai_0	3	15.0
o31ai_1	3	22.5
nor2_1	5	18.8
nand2_1	6	22.5
or4_1	1	7.51
nor3_1	2	10.0
buf_12	1	20.0
mux2i_1	1	10.0
nand4_1	3	18.8
dfrtp_1	8	200
a22o_1	2	17.5
nor3b_1	1	7.51
mux2_2	6	67.6
nand4b_1	1	8.76
buf_6	1	11.3
nor3_4	1	16.3
mux2_4	9	135
o21a_1	1	7.51
nor4b_1	1	8.76
ha_1	2	25.0
nand3b_1	1	7.51
xnor2_1	9	78.8
inv_1	8	30.0
nand3_1	4	20.0
nor4_1	3	18.8
## final timing paths
kind                                    startpoint                 end  slack [ns]  cells after the start
worst max-delay path                           rst   clktick1.count[2]        3.98                      5
worst min-delay path            clktick1.count[15]       clktick1.tick        0.49                      1
worst max register to register   clktick1.count[0]  clktick1.count[14]        4.66                      6
worst min register to register  clktick1.count[15]       clktick1.tick        0.49                      1
max in group asynchronous                      rst          f1.sreg[2]        5.09                      2
min in group asynchronous                      rst          f1.sreg[3]        1.37                      2
## cell families after synthesis
family	Yosys count	share of synthesized area, %
xor+xnor	13	9.31
flops	25	44.2
simple gates	31	16.3
compound gates	10	5.73
fa+ha+maj	2	2.05
buf+inv	10	5.02
mux	16	17.4
## registers in the layout, indices dropped and copies added, names as in the netlist
signal and count:
clktick1.tick 1, f1.sreg 8, clktick1.count 16
## layer usage
metal,routed length (um),vias up
li1,-,436
met1,1320,401
met2,1190,17
met3,223,2
met4,21,0
met5,0,-
## layout by cell type (no fill, tap or decap), types with 2 or more instances in the layout
cell type        synthesis  layout
clkdlybuf4s50_1          0      25
dfxtp_1                 17      17
xnor2_1                  9       9
mux2_4                   9       9
inv_1                    8       8
dfrtp_1                  8       8
nand2_1                  6       6
mux2_2                   6       6
nor2_1                   5       5
nand3_1                  4       4
xor2_1                   4       4
o21ai_0                  3       3
o31ai_1                  3       3
nand4_1                  3       3
nor4_1                   3       3
clkbuf_8                 0       3
a22o_1                   2       2
nor3_1                   2       2
ha_1                     2       2
## final cells by class
class | count | area, sq um
sequential | 25 | 541
clock buffer | 3 | 41.3
fill | 1138 | 8660
timing repair buffer | 26 | 258
inverter | 8 | 30.0
multi-input combinational | 72 | 621
clock inverter | 1 | 7.51
tap | 136 | 170
Power and IR drop assume default switching activity.
